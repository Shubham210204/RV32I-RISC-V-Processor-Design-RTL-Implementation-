File: flow/config.mk
export PLATFORM = sky130hd
export DESIGN_NAME = riscv_top
export DESIGN_NICKNAME = riscv_top
export VERILOG_FILES = /design/flow/design.v
export SDC_FILE = /design/flow/constraint.sdc
export NUM_CORES = 4
export LEC_CHECK = 1
export CORE_AREA = 10 10 108 108
export DIE_AREA = 0 0 118 118
export SYNTH_HDL_FRONTEND = slang
export SYNTH_MEMORY_MAX_BITS = 65536
File: flow/constraint.sdc
current_design riscv_top

set clk_period 4.9
set clk_io_pct 0.2

create_clock -name clk0 -period $clk_period [get_ports {clk}]

set non_clock_inputs [all_inputs -no_clocks]
set_input_delay [expr $clk_period * $clk_io_pct] -clock clk0 $non_clock_inputs
set_output_delay [expr $clk_period * $clk_io_pct] -clock clk0 [all_outputs]
File: flow/design.v
module alu (
    input [31:0] a,
    input [31:0] b,
    input [3:0] alu_control,
    output reg [31:0] result,
    output zero
);
    always @(*) begin
        case (alu_control)
            4'b0000: result = a & b;
            4'b0001: result = a | b;
            4'b0010: result = a + b;
            4'b0110: result = a - b;
            4'b0111: result = (a < b) ? 1 : 0;
            4'b1100: result = ~(a | b);
            default: result = 0;
        endcase
    end
    assign zero = (result == 0);
endmodule
module alu_control (
    input [1:0] alu_op,
    input [2:0] funct3,
    input [6:0] funct7,
    output reg [3:0] alu_control
);
    always @(*) begin
        case (alu_op)
            2'b00: alu_control = 4'b0010;  
            2'b01: alu_control = 4'b0110;  
            2'b10: begin  
                case ({funct7[5], funct3})
                    4'b0000: alu_control = 4'b0010;  
                    4'b1000: alu_control = 4'b0110;  
                    4'b0111: alu_control = 4'b0000;  
                    4'b0110: alu_control = 4'b0001;  
                    default: alu_control = 4'b1111;
                endcase
            end
            default: alu_control = 4'b1111;
        endcase
    end
endmodule
module control_unit (
    input [6:0] opcode,
    output reg alu_src,
    output reg mem_to_reg,
    output reg reg_write,
    output reg mem_read,
    output reg mem_write,
    output reg branch,
    output reg [1:0] alu_op
);
    always @(*) begin
        case (opcode)
            7'b0110011: begin  
                alu_src = 0; mem_to_reg = 0; reg_write = 1;
                mem_read = 0; mem_write = 0; branch = 0;
                alu_op = 2'b10;
            end
            7'b0000011: begin  
                alu_src = 1; mem_to_reg = 1; reg_write = 1;
                mem_read = 1; mem_write = 0; branch = 0;
                alu_op = 2'b00;
            end
            7'b0100011: begin  
                alu_src = 1; mem_to_reg = 0; reg_write = 0;
                mem_read = 0; mem_write = 1; branch = 0;
                alu_op = 2'b00;
            end
            7'b1100011: begin  
                alu_src = 0; mem_to_reg = 0; reg_write = 0;
                mem_read = 0; mem_write = 0; branch = 1;
                alu_op = 2'b01;
            end
            default: begin
                alu_src = 0; mem_to_reg = 0; reg_write = 0;
                mem_read = 0; mem_write = 0; branch = 0;
                alu_op = 2'b00;
            end
        endcase
    end
endmodule
module data_memory (
    input clk,
    input mem_read,
    input mem_write,
    input [31:0] addr,
    input [31:0] write_data,
    output [31:0] read_data
);
    reg [31:0] memory [0:255];
    assign read_data = (mem_read) ? memory[addr[9:2]] : 32'b0;
    always @(posedge clk) begin
        if (mem_write)
            memory[addr[9:2]] <= write_data;
    end
endmodule
module imm_generator (
    input [31:0] instruction,
    output reg [31:0] imm_out
);
    wire [6:0] opcode = instruction[6:0];
    always @(*) begin
        case (opcode)
            7'b0000011, 7'b0010011:  
                imm_out = {{20{instruction[31]}}, instruction[31:20]};
            7'b0100011:  
                imm_out = {{20{instruction[31]}}, instruction[31:25], instruction[11:7]};
            7'b1100011:  
                imm_out = {{19{instruction[31]}}, instruction[31], instruction[7], instruction[30:25], instruction[11:8], 1'b0};
            7'b0110111, 7'b0010111:  
                imm_out = {instruction[31:12], 12'b0};
            7'b1101111:  
                imm_out = {{11{instruction[31]}}, instruction[31], instruction[19:12], instruction[20], instruction[30:21], 1'b0};
            default:
                imm_out = 32'b0;
        endcase
    end
endmodule
module instruction_memory (
    input [31:0] addr,
    output [31:0] instruction
);
    reg [31:0] memory [0:255];  
    initial begin
        $readmemh("mem/program.hex", memory);
    end
    assign instruction = memory[addr[9:2]];  
endmodule
module program_counter (
    input clk,
    input reset,
    input [31:0] pc_next,
    output reg [31:0] pc
);
    always @(posedge clk or posedge reset) begin
        if (reset)
            pc <= 32'b0;
        else
            pc <= pc_next;
    end
endmodule
module register_file (
    input clk,
    input reg_write,
    input [4:0] rs1,
    input [4:0] rs2,
    input [4:0] rd,
    input [31:0] write_data,
    output [31:0] read_data1,
    output [31:0] read_data2
);
    reg [31:0] registers [0:31];
    assign read_data1 = registers[rs1];
    assign read_data2 = registers[rs2];
    always @(posedge clk) begin
        if (reg_write && rd != 5'b0)
            registers[rd] <= write_data;
    end
endmodule
module riscv_top(
    input clk,
    input reset,
    output [31:0] debug_pc,   
    output [31:0] debug_inst  
);
    wire [31:0] pc_current, pc_next, instruction;
    wire [6:0] opcode;
    wire [4:0] rs1, rs2, rd;
    wire [2:0] funct3;
    wire [6:0] funct7;
    wire [31:0] reg_data1, reg_data2, imm, alu_input2, alu_result;
    wire [3:0] alu_control;
    wire [31:0] mem_data;
    wire alu_src, mem_to_reg, reg_write, mem_read, mem_write, branch;
    wire [1:0] alu_op;
    wire zero;
    wire [31:0] write_back_data;
    assign debug_pc = pc_current;
    assign debug_inst = instruction;
    program_counter pc_reg (
        .clk(clk), .reset(reset), .pc_next(pc_next), .pc(pc_current)
    );
    instruction_memory imem (
        .addr(pc_current), .instruction(instruction)
    );
    assign opcode = instruction[6:0];
    assign rd     = instruction[11:7];
    assign funct3 = instruction[14:12];
    assign rs1    = instruction[19:15];
    assign rs2    = instruction[24:20];
    assign funct7 = instruction[31:25];
    control_unit cu (
        .opcode(opcode),
        .alu_src(alu_src), .mem_to_reg(mem_to_reg), .reg_write(reg_write),
        .mem_read(mem_read), .mem_write(mem_write), .branch(branch),
        .alu_op(alu_op)
    );
    register_file rf (
        .clk(clk), .reg_write(reg_write), .rs1(rs1), .rs2(rs2), .rd(rd),
        .write_data(write_back_data), .read_data1(reg_data1), .read_data2(reg_data2)
    );
    imm_generator ig (
        .instruction(instruction), .imm_out(imm)
    );
    alu_control ac (
        .alu_op(alu_op), .funct3(funct3), .funct7(funct7), .alu_control(alu_control)
    );
    assign alu_input2 = (alu_src) ? imm : reg_data2;
    alu alu_core (
        .a(reg_data1), .b(alu_input2), .alu_control(alu_control),
        .result(alu_result), .zero(zero)
    );
    data_memory dmem (
        .clk(clk), .mem_read(mem_read), .mem_write(mem_write),
        .addr(alu_result), .write_data(reg_data2), .read_data(mem_data)
    );
    assign write_back_data = (mem_to_reg) ? mem_data : alu_result;
    assign pc_next = (branch && zero) ? pc_current + imm : pc_current + 4;
endmodule
File: flow/run.sh
#!/bin/bash
# OpenROAD 26Q1-2900-gdf79404cd8, Yosys 0.63+post, stock flow scripts
make -C /OpenROAD-flow-scripts/flow DESIGN_CONFIG=/design/flow/config.mk WORK_HOME=/design/flow/orfs finish
==> results.cfg <==
; implementation run metrics
[outcome]
status = finished, final reports clean

[layout]
mostFrequentLayoutCells = 34 x conb_1, 31 x clkdlybuf4s50_1, 30 x dfrtp_1
lay_top_count = conb_1
largest_reg_flops = 30
drive_above_1_share_pct = 7.45
fin_cells = 317
area_delta_synth_final_pct = 28.5

[synth]
syn_inst = 150
synthDistinctLibCells = 20
ys.flops = 30
ys_cells = 150
ys_area_um2 = 1590
ys_seq_share_pct = 47.2
yosys_warnings = 0
synth.avg_cell_area_um2 = 10.6
topCellsByArea = dfrtp_1 47%, buf_4 16%, xor2_1 9.4%
synth_area_leader_cell = dfrtp_1
mappedNetlistArea_um2 = 1590
synth.top_cell.area_share_pct = 47.2

[clock_tree]
post_cts_buffers = 0
cts.sinks = 30
htreeDepth = 2
cts_buffer_depth = 2
cts_root_buffer = clkbuf_8
cts_tree = yes
cts_buffers = 5
clk_pin_slew_ns = 0.06
post_cts_resized = 0
clock_latency_ns = 0.27
ctsHoldBuffers = 0

[sta]
final_hold_viol_count = 0
setup_violations = 0
worst_pin_slew_ns = 0.558
skew_ns = 0.00272
slew_violations = 0
rsz0062_at_grt = no
fin_tns_setup_ns = 0
fin_crit_sh_pct = 45.4
slew_headroom_pct = 62.4
max_freq_ghz = 0.450
fin_crit_ns = 2.22

[placed_design]
hpwl_um = 2800
dp_cells = 309
io_buffers = 31
gp_congestion = 0.757

[worst_setup_path]
cp-start-kind = flip-flop
cp_data_required_time_ns = 3.92
crit_fanout = 6
endpoint = debug_pc[4]
critical_path_arrival_ns = 1.24
reg2reg_from = pc_reg.pc[2]
r2r_cells = 5
r2r_end = pc_reg.pc[30]
cp-startpoint = pc_reg.pc[4]
end_kind = primary output
crit_slowest_cell = clkdlybuf4s50_1
path_buffers = 1
crit_path_max_incr_delay_ns = 0.51
crit_type = reg -> out
crit_family = buffers and inverters
rrSetupSlack_ns = 2.86
crit_chain = clkdlybuf4s50_1
worstSetupPathDepth = 1

[global_routing]
antenna_found_initial = 0
grt_usage_pct = 4.83
grt_pass1_vias = 1082
grt_max_degree = 31
grt_overflow = 0
grt_pass1_wl_um = 5630

[drt]
drt-wirelength-per-cell_um = 11.3
num_antenna_cells = 0
drc = 0
route.met2.wl_um = 1580
wl_met1_um = 1700
wl_met3_um = 306
wl_um = 3590
dr.pass1.iters = 6
ant_nets = 0
drt_iter0_markers = 50
top_layer = met4
vias_per_cell = 3.27
vias = 1037

[die]
die_x_um = 118
pin_count = 66
chip_area_um2 = 13900
die_y_um = 118
rows = 35
fp_util_pct = 17.1
core_area_um2 = 9280

[flow_run]
warnings = 25
cap_violations = 0

[power_and_ir_drop]
p_leak_nw = 0.938
peakVddDrop_mv = 0.0793
p_per_area_nw_per_um2 = 238

[hold_path]
hold_path.class = reg -> reg
-- power by group --
part / switching (mW) / total (mW) / internal, mW
Clock: 0.0881 / 0.230 / 0.142
Combinational: 0.00638 / 0.00766 / 0.00128
Sequential: 0 / 0.248 / 0.248
-- through the flow --
step | setup WS, ns | hold WS, ns | utilization (%) | total power [mW] | cell area [um2]
3_3_place_gp | 2.94 | 0.463 | 20.8 | 0.262 | 1930
2_1_floorplan | 3.12 | 0.420 | - | 0.275 | 1710
5_1_grt | 2.62 | 0.483 | 22.0 | 0.501 | 2040
4_1_cts | 2.65 | 0.473 | 22.0 | 0.492 | 2040
3_5_place_dp | 2.89 | 0.460 | 20.8 | 0.261 | 1930
6_report | 2.68 | 0.471 | 22.0 | 0.485 | 2040
-- cell usage after synthesis --
master	instances
xnor2_1	11
nor3b_1	1
buf_4	34
conb_1	1
nor4_2	4
nor3_1	6
dfrtp_1	30
xor2_1	17
nand4_2	1
or4_1	2
nand2_1	7
nand3_1	10
and4_1	2
nor2_1	5
nand4_1	4
nor4_1	3
buf_2	1
inv_1	7
and3_1	3
ha_1	1
-- layer usage --
metal | vias to the layer above | track usage, %
li1 | 509 | -
met1 | 477 | 6.70
met2 | 49 | 6.96
met3 | 2 | 2.33
met4 | 0 | 0.309
met5 | - | 0
-- layout make-up --
class                           count  area [um2]
Multi-Input combinational cell    111         676
Timing Repair Buffer               32         318
Fill cell                        1026        7240
Sequential cell                    30         751
Inverter                            7        26.3
Clock buffer                        8         110
Tap cell                          129         161
-- worst min-delay path by stage --
stage / start / end / slack [ns] / depth (start not counted)
after CTS: pc_reg.pc[31] / pc_reg.pc[31] / 0.47 / 1
after global routing: pc_reg.pc[31] / pc_reg.pc[31] / 0.48 / 1
final: pc_reg.pc[31] / pc_reg.pc[31] / 0.47 / 1
-- cell families after synthesis --
group	count (synthesis)	synth area share (%)
fa+ha+maj	1	0.787
simple gates	48	18.3
xor+xnor	28	15.4
other cells	1	0.236
flops	30	47.2
buf+inv	42	18.0
Power is estimated from default activity; no workload was simulated.
